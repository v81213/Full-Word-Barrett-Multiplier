`./config.mk`:
```
export PLATFORM = sky130hd
export DESIGN_NAME = mont_expo
export DESIGN_NICKNAME = mont_expo
export VERILOG_FILES = /design/flow/design.v
export SDC_FILE = /design/flow/constraint.sdc
export NUM_CORES = 4
export LEC_CHECK = 1
export CORE_UTILIZATION = 40
```
`./design.v`:
```
module mont_expo(
	x, y, clk, reset, start,
	z,
	done1
    );
parameter m =192'hfffffffffffffffffffffffffffffffeffffffffffffffff,   
k = 192, logk = 8, one = {{ k-1 {1'b0} }, 1'b1},
minus_m = {1'b0,192'h000000000000000000000000000000010000000000000001},
exp_k = 192'h000000000000000000000000000000010000000000000001, 
exp_2k = 192'h000000000000000100000000000000020000000000000001;
input [k-1:0] x;
input [k-1:0] y;
input clk, reset, start;
output [k-1:0] z;
output done1;
reg done;
wire [k-1:0] operand1, operand2;
reg [k-1:0] e, ty, int_x;
reg [logk-1:0] count;
wire [k-1:0] result;
reg ce_e, ce_ty, update, load, start_mp;
wire mp_done;
reg [1:0] control;
wire equal_zero, xkminusi;
reg [4:0] current_state;
reg [4:0] next_state;
mont_mult_modif f(operand1, operand2, clk, reset, start_mp, result, mp_done);
assign done1 = done;
assign operand1 = (control==2'b00)? y:e;
assign operand2 = (control==2'b00)? exp_2k:(control==2'b01)? e:(control==2'b10)? ty: one;
assign z = result;
always@(posedge(clk)) 
	begin:register_e
		if (load==1'b1) e = exp_k; 
		else if (ce_e==1'b1) e = result; 
	end 
always@(posedge(clk)) 
	begin:register_ty
		if (ce_ty==1'b1) ty = result; 
	end 
always@(posedge(clk))
	begin:shift_register
		integer i;
		if (load==1'b1) int_x = x; 
		else if (update==1'b1) int_x = {int_x[k-2:0],1'b0};
	end 
assign xkminusi = int_x[k-1];
always@(posedge(clk)) 
	begin:counter
		if (load==1'b1) count <= 8'b11000000; 
		else if (update==1'b1) count <= count - 1'b1; 
	end 
assign equal_zero = (count == {logk {1'b0}})? 1'b1:1'b0;
always@(clk, current_state) 
	begin:control_unit
		case(current_state) 
			5'h0: begin ce_e = 1'b0; ce_ty = 1'b0; load = 1'b0; update = 0; start_mp = 0; control = 2'b0; done = 1'b1; end
			5'h1: begin ce_e = 1'b0; ce_ty = 1'b0; load = 1'b0; update = 0; start_mp = 0; control = 2'b0; done = 1'b1; end
			5'h2: begin ce_e = 1'b0; ce_ty = 1'b0; load = 1'b1; update = 0; start_mp = 0; control = 2'b0; done = 1'b0; end
			5'h3: begin ce_e = 1'b0; ce_ty = 1'b0; load = 1'b0; update = 0; start_mp = 1; control = 2'b0; done = 1'b0; end
			5'h4: begin ce_e = 1'b0; ce_ty = 1'b0; load = 1'b0; update = 0; start_mp = 0; control = 2'b0; done = 1'b0; end
			5'h5: begin ce_e = 1'b0; ce_ty = 1'b1; load = 1'b0; update = 0; start_mp = 0; control = 2'b0; done = 1'b0; end
			5'h6: begin ce_e = 1'b0; ce_ty = 1'b0; load = 1'b0; update = 0; start_mp = 1; control = 2'b1; done = 1'b0; end
			5'h7: begin ce_e = 1'b0; ce_ty = 1'b0; load = 1'b0; update = 0; start_mp = 0; control = 2'b1; done = 1'b0; end
			5'h8: begin ce_e = 1'b1; ce_ty = 1'b0; load = 1'b0; update = 0; start_mp = 0; control = 2'b1; done = 1'b0; end
			5'h9: begin ce_e = 1'b0; ce_ty = 1'b0; load = 1'b0; update = 0; start_mp = 1; control = 2'b10; done = 1'b0; end
			5'hA: begin ce_e = 1'b0; ce_ty = 1'b0; load = 1'b0; update = 0; start_mp = 0; control = 2'b10; done = 1'b0; end
			5'hB: begin ce_e = 1'b1; ce_ty = 1'b0; load = 1'b0; update = 0; start_mp = 0; control = 2'b10; done = 1'b0; end
			5'hC: begin ce_e = 1'b0; ce_ty = 1'b0; load = 1'b0; update = 1; start_mp = 0; control = 2'b0; done = 1'b0; end
			5'hD: begin ce_e = 1'b0; ce_ty = 1'b0; load = 1'b0; update = 0; start_mp = 0; control = 2'b0; done = 1'b0; end
			5'hE: begin ce_e = 1'b0; ce_ty = 1'b0; load = 1'b0; update = 0; start_mp = 1; control = 2'b11; done = 1'b0; end
			5'hF: begin ce_e = 1'b0; ce_ty = 1'b0; load = 1'b0; update = 0; start_mp = 0; control = 2'b11; done = 1'b0; end
			5'h10: begin ce_e = 1'b0; ce_ty = 1'b0; load = 1'b0; update = 0; start_mp = 0; control = 2'b11; done = 1'b0; end
			default: begin ce_e = 1'b0; ce_ty = 1'b0; load = 1'b0; update = 0; start_mp = 0; control = 2'b0; done = 1'b1; end
		endcase
	end
	always@(posedge clk) begin	
		if(reset) current_state = 5'b0;
		else current_state = next_state;
	end
	always@(*) begin		
		next_state = current_state;
		if (reset==1'b1) begin
			next_state = 5'b0; end
		else if (clk==1'b1) begin
			case(next_state)
				5'h0: if(start==1'b0) next_state = 5'h1;
				5'h1: if(start==1'b1) next_state = 5'h2;
				5'h2: next_state = 5'h3;
				5'h3: next_state = 5'h4;
				5'h4: if(mp_done==1'b1) next_state = 5'h5;
				5'h5: next_state = 5'h6;
				5'h6: next_state = 5'h7;
				5'h7: if(mp_done==1'b1) next_state = 5'h8;
				5'h8: next_state = (xkminusi==1'b1)? 5'h9:5'hC;
				5'h9: next_state = 5'hA;
				5'hA: if(mp_done==1'b1) next_state = 5'hB;
				5'hB: next_state = 5'hC;
				5'hC: next_state = 5'hD;
				5'hD: next_state = (equal_zero==1'b1)? 5'hE:5'h6;
				5'hE: next_state = 5'hF;
				5'hF: if(mp_done==1'b1) next_state = 5'h10;
				5'h10: next_state = 5'h0;
				default: if(start==1'b0) next_state = 5'h0;
			endcase
		end
	end
endmodule
module mont_mult_modif(
	x, y,
	clk, reset, start,
	z,
	done1
    );
parameter m =192'hfffffffffffffffffffffffffffffffeffffffffffffffff,
k = 192, logk = 8, zero = { logk {1'b0}},
minus_m = {1'b0,192'h000000000000000000000000000000010000000000000001},
delay = 8'b01100000, COUNT = 8'b10111111;  
parameter S0 = 3'd0, S1 = 3'd1, S2 = 3'd2, S3 = 3'd3, S4 = 3'd4;
input [k-1:0] x;
input [k-1:0] y;
input clk, reset, start;
output [k-1:0] z;
output done1;
reg [logk-1:0] count;
reg [logk-1:0] timer_state;
reg [k:0] pc, psa;
reg [k-1:0] int_x;
wire equal_zero, time_out;
wire [k:0] y_by_xi, half_ac, half_as, half_bc, half_bs, next_pc, next_psa, p, p_minus_m;
wire [k+1:0] ac, as, bc, bs, long_m;
wire xi;
reg load, ce_p, load_timer;
reg [2:0] current_state;
reg [2:0] next_state;
reg done;
assign done1 = done;
genvar i;
generate for(i=0;i<k;i=i+1) 
	begin:and_gates
		and a(y_by_xi[i],y[i],xi);
	end
endgenerate
assign y_by_xi[k] = 1'b0;
generate for(i=0;i<=k;i=i+1) 
	begin:first_csa
		xor x(as[i],pc[i],psa[i],y_by_xi[i]);
		wire w1,w2,w3;
		and a1(w1,pc[i],psa[i]);
		and a2(w2,pc[i],y_by_xi[i]);
		and a3(w3,psa[i],y_by_xi[i]);
		or o(ac[i+1],w1,w2,w3);
	end
endgenerate
assign ac[0] = 1'b0, as[k+1] = 1'b0, long_m = {{2'b00},m};
generate for(i=0;i<=k;i=i+1) 
	begin:second_csa
		xor x(bs[i],ac[i],as[i],long_m[i]);
		wire w1,w2,w3;
		and a1(w1,ac[i],as[i]);
		and a2(w2,ac[i],long_m[i]);
		and a3(w3,as[i],long_m[i]);
		or o(bc[i+1],w1,w2,w3);
	end
endgenerate
assign bc[0] = 1'b0, bs[k+1] = ac[k+1],
	half_as = as[k+1:1], half_ac = ac[k+1:1],
	half_bs = bs[k+1:1], half_bc = bc[k+1:1];
assign next_pc = (as[0]==1'b0)? half_ac:half_bc;
assign next_psa = (as[0]==1'b0)? half_as:half_bs;
always@(posedge(clk)) 
	begin:parallel_register
		if (load==1'b1) begin
			pc = { k+1 {1'b0} }; psa = { k+1 {1'b0} }; end
		else if (ce_p==1'b1) begin
			pc = next_pc; psa = next_psa; end
	end 
assign equal_zero = (count==zero)? 1'b1:1'b0;
assign p = psa + pc, p_minus_m = p + minus_m;
assign z = (p_minus_m[k]==1'b0)? p[k-1:0]:p_minus_m[k-1:0];
always@(posedge(clk))
	begin:shift_register
		integer i;
		if (load==1'b1) int_x = x; 
		else if (ce_p==1'b1) begin
			for(i=0;i<=k-2;i=i+1) int_x[i] = int_x[i+1];
			int_x[k-1] = 1'b0; end
	end 
assign xi = int_x[0];
always@(posedge(clk)) 
	begin:counter
		if (load==1'b1) count <= COUNT;  
		else if (ce_p==1'b1) count <= count - 1'b1;
	end 
	always@(clk, current_state) begin
			case(current_state) 
				S0: begin ce_p = 1'b0; load = 1'b0; load_timer = 1'b1; done = 1'b1; end
				S1: begin ce_p = 1'b0; load = 1'b0; load_timer = 1'b1; done = 1'b1; end
				S2: begin ce_p = 1'b0; load = 1'b1; load_timer = 1'b1; done = 1'b0; end
				S3: begin ce_p = 1'b1; load = 1'b0; load_timer = 1'b1; done = 1'b0; end
				S4: begin ce_p = 1'b0; load = 1'b0; load_timer = 1'b0; done = 1'b0; end
				default: begin ce_p = 1'b0; load = 1'b0; load_timer = 1'b1; done = 1'b1; end
			endcase
	end
	always@(posedge clk) begin	
		if(reset) current_state = S0;
		else current_state = next_state;
	end
	always@(*) begin
		next_state = current_state;
		if (reset==1'b1) next_state = S0; 
		else if (clk==1'b1) begin
			case(next_state)
				S0: if(start==1'b0) next_state = S1;
				S1: if(start==1'b1) next_state = S2;
				S2: next_state = S3;
				S3: if(equal_zero==1'b1) next_state = S4;
				S4: if(time_out==1'b1) next_state = S0;
				default: next_state = S0;
			endcase
		end
	end
always@(posedge clk)
	begin:timer
		if (clk==1'b1) begin
			if (load_timer==1'b1) timer_state = delay; 
			else timer_state = timer_state - 1'b1;
		end
	end
assign time_out = (timer_state==zero)? 1'b1:1'b0;
endmodule
```
`./run.sh`:
```
#!/bin/bash
# OpenROAD 26Q1-2900-gdf79404cd8, Yosys 0.63+post, stock flow scripts
make -C /OpenROAD-flow-scripts/flow DESIGN_CONFIG=/design/flow/config.mk WORK_HOME=/design/flow/orfs finish
```
`./constraint.sdc`:
```
current_design mont_expo

set clk_period 68.0
set clk_io_pct 0.2

create_clock -name clk0 -period $clk_period [get_ports {clk}]

set non_clock_inputs [all_inputs -no_clocks]
set_input_delay [expr $clk_period * $clk_io_pct] -clock clk0 $non_clock_inputs
set_output_delay [expr $clk_period * $clk_io_pct] -clock clk0 [all_outputs]
```
==> flow_summary.yaml <==
# flow metrics
global_route:
  grt_first_pass_wirelength_um: 549000
  antenna_found_initial: 12
  grt_overflow: 0
  grt_pass1_vias: 78100
  grt_use_total_pct: 36.2
  grt_max_degree: 139
job:
  warnings: 86
  maxCapViolations: 1
synth:
  synth_area_um2: 85300
  yosys-stat-area_um2: 85300
  yosysTopAreaCellShare_pct: 20.3
  avgSynthCellArea_um2: 8.31
  yosysSeqAreaShare_pct: 34.8
  synth_top_cell_by_area: "edfxtp_1"
  topCellsByArea: "edfxtp_1 (20%), dfxtp_1 (15%), nor2_1 (7.6%), ha_1 (5.8%), a21oi_1 (5.4%)"
  synth_top_cell_by_count: "nor2_1"
  synth-edff-count: 576
  async_flop_share_pct: 0
  synthTopCellsByCount: "nor2_1 (1,727), nand2_1 (1,000), a21oi_1 (922)"
  ys_cells: 10300
  netlist_instances: 10300
  synth_warnings: 2
  synth_flops: 1196
  ys.flop_type: "dfxtp_1"
  ys_types: 105
timing:
  worst_pin_slew_ns: 1.55
  hold_viol_final: 0
  finalMaxSlewViolations: 2
  setup_tns_ns: 0
  relSlewSlack_pct: -4.05
  setup_viol_count_final: 0
  fin_skew_ns: 0.0448
  rsz0062_at_grt: "false"
  setup_slack_ns: 28.96
worst_setup_path:
  end_kind: "flop"
  startpoint_type: "clock port"
  worst-setup-path-type: "clk2reg"
  crit_fanout: 5
  required_ns: 68.68
  crit_arrival_ns: 39.72
detailed_routing:
  routed_via_density: 6.00
  drc: 0
  dr_total_vias: 82000
  drt-total-wl_um: 378000
  antenna_left: 0
  post_drt_wl_per_cell_um: 27.6
  initialDrtViolationCount: 7456
  firstDrtPassIters: 6
run_status:
  failed_checks: "capacitance limit, slew limit"
  status: "finished, violations left"
power_and_ir_drop:
  power_density_nw_per_um2: 40.3
  p_int_w: 0.00226
  pwr-share-comb_pct: 51.3
  clock_power_share_pct: 22.3
  power_frac_seq_pct: 26.4
  switchingPower_w: 0.00181
  peakVddDrop_mv: 0.0384
  p_leak_nw: 36.6
  swShare_pct: 44.4
cells_and_area:
  instances_no_fill: 13700
  n_fill_cell: 19800
  logic_area_um2: 51500
  design_area_um2: 101000
  drive_gt1_share_pct: 9.48
  area_growth_pct: 18.7
  seqCellArea_um2: 29700
floorplan:
  num_rows: 169
  core-area_um2: 212000
  dieArea_um2: 215000
  io-pin-count: 580
  initial_core_util_pct: 40.2
  die.size.y_um: 464
  die_width_um: 464
min_path:
  hold_path_class: "clk2reg"
clocking:
  clk_pin_slew_ns: 0.07
  cts_hold_buf: 0
  worstSkewPairLatency_ns: 0.95
  cts_setup_buffers: 0
  tritoncts: "done"
  cts_resized: 0
placed_design:
  dp_cells: 13300
  preCtsSetupSlack_ns: 32.25
  gp_congestion: 1.10
  port_buffers: 579
  hpwl_um: 298000
  placed_area_um2: 94400
==> critical path, cell delays in order <==
cell       delay [ns]
clkbuf_16        0.12
clkbuf_16        0.14
clkbuf_16        0.14
clkbuf_16        0.14
clkbuf_16        0.14
clkbuf_16        0.14
clkbuf_16        0.14
clkbuf_16        0.14
clkbuf_16        0.15
o41ai_1          0.10
a21oi_1          0.20
o31ai_1          0.23
clkbuf_16        0.27
clkbuf_16        0.13
nor2_1           0.06
clkbuf_16        0.19
clkbuf_16        0.13
a31oi_1          0.17
nor2_1           0.09
nor3_1           0.35
nor2_1           0.27
a21oi_1          0.33
clkbuf_16        0.21
clkbuf_16        0.13
nor2_1           0.07
clkbuf_16        0.22
clkbuf_16        0.14
nor4_1           1.16
==> cells by family (layout without fill, tap and decap cells) <==
group           after synthesis  in the layout  synth area share, %
buf+inv                    1095           1689                 5.01
flops                      1196           1196                 34.8
other cells                   0              5                    0
xor+xnor                    222            222                 2.29
mux                         602            602                 7.40
fa+ha+maj                   589            589                 10.3
simple gates               4104           4104                 22.3
compound gates             2447           2447                 17.8
==> final timing paths <==
path	from	end	slack (ns)	depth (start not counted)
max reg2reg	f.psa[96]$_SDFFE_PP0P_	e[146]$_SDFFE_PP0P_	57.79	22
min reg2reg	f.psa[192]$_SDFFE_PP0P_	f.psa[192]$_SDFFE_PP0P_	0.48	2
max	clk	ce_e$_SDFF_PP0_	28.96	28
min	clk	f.current_state[3]$_DFF_P_	0.27	10
==> through the flow <==
stage / hold WS [ns] / total power [W] / utilization (%)
floorplan: 0.372 / 0.00241 / -
global placement: 0.0966 / 0.00312 / 44.6
detailed placement: 0.0966 / 0.00314 / 44.6
CTS: 0.274 / 0.00407 / 47.8
global route: 0.267 / 0.00435 / 47.8
finish: 0.268 / 0.00407 / 47.8
==> cells in the final DEF (no fill, tap or decap), drive strengths merged, types with 27 or more instances in the layout <==
cell           synthesis  layout
clkdlybuf4s50          0     579
nand4                243     243
and4                  59      59
o211ai                46      46
clkinv                 0      32
nor4                 165     165
buf                  148     288
a21o                  45      45
nor2                1728    1728
and3                  73      73
mux2                 223     223
nand2               1001    1001
ha                   396     396
o21bai                29      29
nand3                170     170
a21oi                928     928
fa                   193     193
xor2                 103     103
a22oi                209     209
o21a                 145     145
or4                   29      29
o31ai                 43      43
or2                  141     141
xnor2                119     119
and2                  65      65
edfxtp               576     576
a221oi                29      29
mux2i                379     379
inv                  456     473
dfxtp                620     620
o21ai                410     410
nor3                 219     219
nand2b                27      27
or3                   70      70
o31a                  43      43
a211oi                79      79
clkbuf               491     304
a31oi                249     249
==> flip-flops by register name, summed over array words and instances (netlist names) <==
| name | count |
|---|---|
| f.int_x | 192 |
| ce_e | 1 |
| int_x | 192 |
| ty | 192 |
| f.timer_state | 8 |
| f.count | 8 |
| f.current_state | 5 |
| f.psa | 193 |
| f.start | 1 |
| update | 1 |
| control | 2 |
| f.pc | 193 |
| ce_ty | 1 |
| e | 192 |
| done1 | 1 |
| count | 8 |
| load | 1 |
| current_state | 5 |
==> metal layers <==
metal	routed length [um]	part of all wire (%)	vias up	track usage [%]
met2	159000	42	3448	50.7
met4	13100	3.5	6	10.1
met3	33500	8.9	690	10.4
met1	172000	46	39900	56.1
li1	-	-	37900	-
met5	49	0.013	-	0.512
==> power groups by stage <==
stage         combinational (W)  sequential [W]  clock [W]
finish                  0.00209         0.00108   0.000908
CTS                     0.00207         0.00108   0.000924
global route            0.00229         0.00110   0.000956
==> cell type report <==
cell class                 count  area share [%]
timing repair buffer         867            7.89
antenna                        5          0.0124
sequential                  1196            29.4
clock buffer                 304            6.01
clock inverter                67           0.684
tap                         2821            3.49
inverter                     451            1.68
multi-input combinational   7964            50.9
Power figures rest on the tool's default switching activity, not on a simulated workload.
